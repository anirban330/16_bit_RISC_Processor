==> design/flow/design.v <==
`timescale 1ns/1ps
module reg_file(
   input I_clk,
   input I_en,
   input I_we,
   input [2:0] I_selA,
   input [2:0] I_selB,
   input [2:0] I_selD,
   input [15:0] I_dataD,
   output reg [15:0] O_dataA,
   output reg [15:0] O_dataB
);
   reg [15:0] regs [7:0];
   integer count;
   initial begin
      O_dataA = 0;
      O_dataB = 0;
       for (count = 0; count < 8; count = count + 1) begin
         regs[count] = 0;
      end
   end
   always @(negedge I_clk) begin 
      if (I_en) begin
         if (I_we)
            regs[I_selD] <= I_dataD;
         O_dataA <= regs[I_selA];
         O_dataB <= regs[I_selB];
      end
   end
endmodule
==> design/flow/run.sh <==
#!/bin/bash
# OpenROAD 26Q1-2900-gdf79404cd8, Yosys 0.63+post, stock flow scripts
make -C /OpenROAD-flow-scripts/flow DESIGN_CONFIG=/design/flow/config.mk WORK_HOME=/design/flow/orfs finish
==> design/flow/config.mk <==
export PLATFORM = sky130hd
export DESIGN_NAME = reg_file
export DESIGN_NICKNAME = reg_file
export VERILOG_FILES = /design/flow/design.v
export SDC_FILE = /design/flow/constraint.sdc
export NUM_CORES = 4
export LEC_CHECK = 1
export CORE_UTILIZATION = 40
==> design/flow/constraint.sdc <==
current_design reg_file

set clk_period 3.3
set clk_io_pct 0.2

create_clock -name clk0 -period $clk_period [get_ports {I_clk}]

set non_clock_inputs [all_inputs -no_clocks]
set_input_delay [expr $clk_period * $clk_io_pct] -clock clk0 $non_clock_inputs
set_output_delay [expr $clk_period * $clk_io_pct] -clock clk0 [all_outputs]
==> flow_metrics.env <==
# flow metrics
export IMPL_required_ns=2.64
export IMPL_final_weighted_congestion_in_routability_driven_placement=0.762
export IMPL_port_buffers=59
export IMPL_setup_total_negative_slack_ns=0
export IMPL_dp_final_hpwl_mm=7.74
export IMPL_synth_yosys_chip_area_sq_um=7010
export IMPL_timing_hold_ws_ns=0.774
export IMPL_synthesis_area_per_instance_sq_um=24.3
export IMPL_worst_hold_path_type="reg2reg"
export IMPL_max_slew_margin=0.754
export IMPL_fp_util=0.407
export IMPL_run_status="finished, final reports clean"
export IMPL_grt_start_max_net_pins=25
export IMPL_cts_inserted_buffers=17
export IMPL_routed_via_density=4.93
export IMPL_timing_max_transition_violations_final=0
export IMPL_place_ws_ns=-0.662
export IMPL_dieHeight_microns=134
export IMPL_post_route_worst_setup_slack_ns=0.00626
export IMPL_total_routing_usage_gr=0.190
export IMPL_die_area_sq_um=18100
export IMPL_route_detailed_wl_per_inst_microns=18.9
export IMPL_n_antenna_cell=0
export IMPL_xor_share=0
export IMPL_start_kind="flip-flop"
export IMPL_remaining_drc_errors=0
export IMPL_grt_pass1_wl_mm=22.2
export IMPL_yosys_mux_area_fraction=0.287
export IMPL_critPathCaptureType="output pin"
export IMPL_number_of_standard_cells_after_synthesis=288
export IMPL_path_buffers=1
export IMPL_gr_layer_usage_met3=0.152
export IMPL_place_inst=578
export IMPL_number_of_warnings_the_tools_reported=188
export IMPL_fin_util=0.532
export IMPL_rows=48
export IMPL_aoi_share=0
export IMPL_clock_sinks=160
export IMPL_globalRouteMet2Util=0.271
export IMPL_peakVddDrop_mv=0.413
export IMPL_worst_setup_path_type="reg2out"
export IMPL_synth_yosys_seq_area_share=0.685
export IMPL_setup_violations_final=0
export IMPL_gate_family_responsible_for_the_most_delay_along_the_worst_path="flip-flops"
export IMPL_synth_cell_types=15
export IMPL_cellPowerDensity_nw_per_um2=602
export IMPL_cts_htree_levels=4
export IMPL_critPathMaxFanout=1
export IMPL_grt_setup_unrepaired="yes"
export IMPL_vias=3817
export IMPL_drt_pre_antenna_iters=4
export IMPL_crit_path_top_delay_cell="sky130_fd_sc_hd__edfxtp_1"
export IMPL_worstRegToRegCells=2
export IMPL_ys_cells=288
export IMPL_clkTransAtPathRegs_ns=0.03
export IMPL_drt_iter0_markers=194
export IMPL_core_sq_um=17200
export IMPL_yosys_dominant_comb_family="multiplexers"
export IMPL_wirelength_mm=14.6
export IMPL_crit_path_max_incr_delay_ns=0.40
export IMPL_layout_drive_gt1_share=0.361
export IMPL_ioPinCount=60
export IMPL_timing_critical_path_depth=1
export IMPL_die_w_microns=134
export IMPL_post_syn_area_sq_um=7010
export IMPL_cts_tree="done"
export IMPL_synth_yosys_warnings=1
export IMPL_vias_in_the_first_global_route=4512
export IMPL_final_hold_viol_count=0
export IMPL_final_cells=774
export IMPL_synth_simple_gate_area_share=0.00874
export IMPL_globalRoute_totalOverflow=0
export IMPL_clock_latency_ns=0.46
export IMPL_clock_tree_skew_after_final_layout_ns=0.0199
export IMPL_area_grow_syn2layout_pct=30.7
export IMPL_ys_sh_adder=0
export IMPL_leakage_nw=3.68
export IMPL_hold_path_depth=2
export IMPL_ant_nets=0
export IMPL_worst_slew_pin_transition_ns=0.368
export IMPL_clockRootBuffer="sky130_fd_sc_hd__clkbuf_16"
export IMPL_synth_ff_latch_count=160
export IMPL_clock_tree_buffer_depth=2
export IMPL_initial_antenna_violation_count=0
export IMPL_globalRouteMet1Util=0.220
export IMPL_arrival_ns=2.63
export IMPL_path_cells="buf_2"
export IMPL_drv_max_cap_violation_count=0
export IMPL_global_route_peak_usage_layer="met2"
## synth_stat cells
| master | n | area, sq um |
|---|---|---|
| sky130_fd_sc_hd__mux4_2 | 8 | 180 |
| sky130_fd_sc_hd__nand3_1 | 1 | 5.00 |
| sky130_fd_sc_hd__nand2b_1 | 2 | 12.5 |
| sky130_fd_sc_hd__nand3b_1 | 1 | 7.51 |
| sky130_fd_sc_hd__nand2_1 | 1 | 3.75 |
| sky130_fd_sc_hd__mux4_1 | 56 | 1470 |
| sky130_fd_sc_hd__mux2_2 | 32 | 360 |
| sky130_fd_sc_hd__inv_1 | 1 | 3.75 |
| sky130_fd_sc_hd__clkbuf_1 | 1 | 3.75 |
| sky130_fd_sc_hd__buf_6 | 8 | 90.1 |
| sky130_fd_sc_hd__nor3_1 | 2 | 10.0 |
| sky130_fd_sc_hd__buf_1 | 7 | 26.3 |
| sky130_fd_sc_hd__nor2_1 | 6 | 22.5 |
| sky130_fd_sc_hd__clkbuf_2 | 2 | 10.0 |
| sky130_fd_sc_hd__edfxtp_1 | 160 | 4800 |
## placed cells by master (no fill, tap or decap)
master	n
sky130_fd_sc_hd__inv_6	1
sky130_fd_sc_hd__bufinv_16	5
sky130_fd_sc_hd__mux2_2	32
sky130_fd_sc_hd__clkbuf_2	12
sky130_fd_sc_hd__edfxtp_1	160
sky130_fd_sc_hd__nand2b_1	2
sky130_fd_sc_hd__buf_6	3
sky130_fd_sc_hd__mux4_2	60
sky130_fd_sc_hd__inv_4	2
sky130_fd_sc_hd__clkdlybuf4s15_2	2
sky130_fd_sc_hd__nor2_2	3
sky130_fd_sc_hd__inv_1	161
sky130_fd_sc_hd__nand3_4	1
sky130_fd_sc_hd__buf_4	10
sky130_fd_sc_hd__clkbuf_16	17
sky130_fd_sc_hd__mux4_1	4
sky130_fd_sc_hd__nand3b_1	1
sky130_fd_sc_hd__clkinvlp_2	4
sky130_fd_sc_hd__clkdlybuf4s50_1	18
sky130_fd_sc_hd__dlygate4sd2_1	4
sky130_fd_sc_hd__buf_12	15
sky130_fd_sc_hd__clkinv_4	2
sky130_fd_sc_hd__buf_16	3
sky130_fd_sc_hd__buf_2	21
sky130_fd_sc_hd__nor3_4	2
sky130_fd_sc_hd__nor2_4	3
sky130_fd_sc_hd__nand2_1	1
## cells by family after synthesis
kind of cell  Yosys count
flops                 160
simple gates           13
mux                    96
buf+inv                19
## cell type report
cell class	instances	area, sq um
well taps	225	282
flip-flops and latches	160	4800
multi-input cells	109	1940
repair buffers	88	895
clock inverters	175	813
clock buffers	17	425
fillers	1308	8070
## stage by stage
stage               area (sq um)  power [mW]
global placement            7980        3.03
CTS                         9230        5.62
global route                9160        5.87
detailed placement          7980        3.03
floorplan                   6950        2.85
finish                      9160        5.52
## flip-flops by register name, summed over array words and instances (netlist names)
name and count:
O_dataB 16, O_dataA 16, regs 128
## worst reg2reg max path: cells and delay by family, from the launching register on
kind	cells	cell delay, ns
flip-flops	1	0.38
multiplexers	2	0.79
## path summary, 6_finish.rpt
kind / from / to / slack (ns)
worst max-delay path: O_dataB[11] / O_dataB[11] / 0.006
worst min-delay path: regs[6][8] / O_dataB[8] / 0.77
worst max register to register: regs[0][0] / O_dataB[0] / 1.86
worst min register to register: regs[6][8] / O_dataB[8] / 0.77
## power breakdown
part	internal [mW]	switching (mW)	total [mW]
Combinational	0.199	0.147	0.347
Clock	1.59	1.23	2.82
Sequential	2.33	0.0221	2.35
## per-layer routing
layer / routed length [microns] / vias to the layer above
met5: 0 / -
met4: 211 / 0
met3: 1820 / 17
met2: 7350 / 185
met1: 5250 / 1855
li1: - / 1760
## timing repair
item,CTS,global route
endpoints found under the setup margin,81,44
pin swaps,0,1
setup buffers,1,1
hold buffers,0,0
gates cloned,3,0
gates resized,98,16
No activity file was given, so power comes from the tool's default toggle rates.
