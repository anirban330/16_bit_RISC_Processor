[flow/run.sh]
#!/bin/bash
# OpenROAD 26Q1-2900-gdf79404cd8, Yosys 0.63+post, stock flow scripts
make -C /OpenROAD-flow-scripts/flow DESIGN_CONFIG=/design/flow/config.mk WORK_HOME=/design/flow/orfs finish
[flow/design.v]
`timescale 1ns/1ps
module fake_RAM(
   input I_clk,
   input I_we,
   input [15:0] I_addr,
   input [15:0] I_data,
   output [15:0] O_data
);
   reg [15:0] mem [8:0];
   reg [15:0] O_data;
   initial begin
	   mem[0]=16'b1000000011111110;
	   mem[1]=16'b1000100111101101;
	   mem[2]=16'b0010001000100000;
	   mem[3]=16'b1000000011111111;
	   mem[4]=16'b1100000000111110;
	   mem[5]=16'b1010000011100110;
	   mem[6]=16'b1000001111111110;
	   mem[7]=0;
	   mem[8]=0;
	   O_data =16'b0000000000000000;
	end
	always @(negedge I_clk) begin
		if(I_we) begin
		   mem[I_addr [15:0]] <=I_data;
		end
        O_data<= mem[I_addr [15:0]];
	end
endmodule
[flow/constraint.sdc]
current_design fake_RAM

set clk_period 3.5
set clk_io_pct 0.2

create_clock -name clk0 -period $clk_period [get_ports {I_clk}]

set non_clock_inputs [all_inputs -no_clocks]
set_input_delay [expr $clk_period * $clk_io_pct] -clock clk0 $non_clock_inputs
set_output_delay [expr $clk_period * $clk_io_pct] -clock clk0 [all_outputs]
[flow/config.mk]
export PLATFORM = sky130hd
export DESIGN_NAME = fake_RAM
export DESIGN_NICKNAME = fake_RAM
export VERILOG_FILES = /design/flow/design.v
export SDC_FILE = /design/flow/constraint.sdc
export NUM_CORES = 4
export LEC_CHECK = 1
export CORE_UTILIZATION = 40
==> notes.org <==
#+TITLE: Implementation results

** Run status
- The flow ran to the end, and the final reports show no timing, DRC or antenna violations.

** Synthesis
- For reference, the post-synthesis area per instance comes to 18.52 µm².
- Of the synthesized area, sequential elements account for 0.7668.
- Yosys mapped a number of flops with a built-in enable equal to 144.
- Chip area from the yosys synthesis statistics :: 0.006057 mm²
- Post-synthesis instance area :: 0.006057 mm²
- Most instantiated library cell after synthesis :: edfxtp_1
- Number of cells produced by synthesis :: 327
- The synthesis report names the predominant flop master as edfxtp_1.
- The netlist uses 22 different library cells.
- Yosys reported that registers with async set or reset make up 0.
- The main area contributors are edfxtp_1, mux2_2, dfxtp_1.
- Top cell types by occurrence after synthesis :: edfxtp_1, mux2_2, mux2i_1
- #FFs+latches synth :: 160
- Cell taking the most area after synthesis :: edfxtp_1
- Number of cell instances after yosys synthesis :: 327
- Share of the synthesized area in the top cell type :: 0.7139
- Synthesis Warnings :: 1

** Setup path
- Per the timing report, the biggest fanout along the worst path comes to 1.
- The critical path is of the reg2out type.
- Listed in order, past its start point the critical path passes dlygate4sd2_1.
- Critical path startpoint category :: flip-flop
- Data arrives at the worst endpoint at 2.72 ns.
- The timing report gives the worst reg2reg path a setup slack of 2.39 ns.
- R2R Path Start :: mem[3][4]
- Critical Path RT :: 2.80 ns
- The worst setup path is captured at a primary output.
- The longest incremental delay of any stage on the critical path is reported as 0.30 ns.
- Slowest cell on the critical path :: dfxtp_2
- The number of buffers and inverters on the critical path is 1.
- Reg-to-reg critical path endpoint :: O_data[4]
- On the critical path the largest part of the delay comes from flip-flops.
- Number of cells traversed by the worst register-to-register path :: 4

** Layout
- In the final layout, flip-flops and latches occupy 0.004649 mm².
- Of the cells placed in the final design, the portion with a size suffix greater than 1 is 0.2500.
- The area growth from synthesis to layout is 38.26%.
- Leaving out buffers and inverters, the combinational logic in the layout accounts for 0.001379 mm².
- Post-route cell area :: 0.008374 mm²
- Fill cells in the final layout number 1094.

** Placed design
- Area of placed instances :: 0.007176 mm²
- As logged by OpenROAD, the buffers inserted on ports number 37.
- Final estimated routing congestion in global placement :: 0.7575
- The HPWL after detailed placement is 7249 µm.

** Global route
- Antenna violations before repair :: 0
- The first global-routing pass estimated 19170 µm of wire.
- Maximum number of pins on one net before global-route repair :: 19
- Total global-route track usage over all layers is 0.1751.
- The total overflow left after global routing is 0.
- Vias in the first global route :: 4105

** Min path
- In this run the most critical hold path is launched from mem[8][11].
- Count of cells along the worst hold path :: 2
- The worst hold path terminates at O_data[11].
- Tightest Hold Check Type :: reg2reg

** Pwr
- Proportion of total power due to net switching :: 0.2654
- Of the total power, the clock network draws 0.513.
- The power report attributes to the sequential group a share of 0.434.
- Leakage :: 3.610 nW
- The power report attributes to the combinational group a share of 0.053.
- The internal portion of the total power is 3.659 mW.
- In this run the power spent charging and discharging nets is 1.322 mW.
- The analysis reports a worst IR drop on VDD of 574.6 µV.
- For this design the ratio of total power to cell area is 594.8 mW/mm².

** Drt
- Initial drt markers :: 134
- For this sky-water flow run, the detailed-routed wirelength per cell is reported as 15.08 µm.
- The detailed router reported a total wirelength of 11640 µm.
- Vias :: 3622
- 0 antenna diodes ended up in the layout.
- The first detailed-routing pass ran for 10 iterations.
- For this run, the detailed router reports a per-instance via density of 4.692.
- Remaining number of nets flagged by the antenna check after routing :: 0
- Number of design rule violations left after detail routing :: 0

** STA
- Final tally of max-slew violations :: 0
- In the final run the clock tree shows a worst skew of 0.01767 ns.
- Measured slew at the worst slew-check pin :: 0.3225 ns
- In the final report, the number of hold violations comes to 0.
- Hold is met by 0.4366 ns.
- The final timing report counts setup violations totalling 0.
- RSZ-0062 raised after global routing :: no
- In this run the tightest slew margin relative to its limit is 0.7843.

** Clock network
- The number of clock buffers added by TritonCTS is 17.
- Cell at the root of the clock tree :: clkbuf_16
- CTS saw 160 sinks.
- Clock transition at the register clock pins on the worst setup and hold paths after CTS :: 0.04 ns
- Per the skew report, the later register of the worst-skew pair sees a clock latency of 0.45 ns.
- Once the clock tree was built, the setup fixing pass inserted 0 buffers.
- In this run, post-CTS hold repair placed 0 buffers.
- Per the CTS log, the maximum H-tree level is 4.
- Per the CTS log, the buffer count on the longest clock path is 2.
- TritonCTS built the clock tree.

** Job
- In this run the maximum-capacitance check reported violations numbering 0.
- Total tool warning count :: 198

** Die
- According to the floorplan report, the total die area is 0.01564 mm².
- In the floorplan report the effective utilization is 0.4136.
- The floorplan has 44 rows.
- Core ar. :: 0.01464 mm²
- Top-level I/O count :: 50
- Die Ht :: 125.1 µm
- The die is 125.1 µm wide.
==> cells by family (layout without fill, tap and decap cells) <==
| group | Yosys count | count (layout) | synth area share |
|---|---|---|---|
| DFF | 160 | 160 | 0.7668 |
| muxes | 64 | 64 | 0.1124 |
| AOI/OAI and AO/OA | 48 | 48 | 0.07189 |
| and+or+nand+nor | 37 | 37 | 0.02768 |
| buffers and inverters | 18 | 279 | 0.02127 |
==> cell type report <==
| type | count | area share |
|---|---|---|
| Sequential cell | 160 | 0.5552 |
| Multi-Input combinational cell | 149 | 0.1646 |
| Clock inverter | 174 | 0.09293 |
| Tap cell | 184 | 0.02749 |
| Timing Repair Buffer | 88 | 0.1089 |
| Clock buffer | 17 | 0.05080 |
==> what timing repair did <==
item	4_1_cts	5_1_grt
endpoints found under the setup margin	144	0
hold endpoints to repair	0	0
gates resized	28	0
==> power groups by stage <==
stage	Sequential (mW)	Clock (mW)	Combinational, mW
4_1_cts	2.16	2.65	0.270
5_1_grt	2.16	2.90	0.288
6_report	2.16	2.56	0.265
==> cells in the final DEF, fill, tap and decap left out, types with 12 or more instances in the layout <==
master	n
a22o_1	16
buf_12	14
buf_4	34
clkbuf_16	17
clkdlybuf4s50_1	16
dfxtp_1	12
dlygate4sd2_1	19
edfxtp_1	144
inv_1	160
mux2_2	32
mux2i_1	32
nand2_1	19
o22ai_1	16
o31ai_2	15
==> registers in the layout (all words and copies together) (netlist names) <==
register	flops
mem	144
O_data	16
==> per-layer routing <==
layer / global-route usage / vias to the layer above / share of wire
met5: 0 / - / 0
met4: 0.06313 / 0 / 0.011
met3: 0.1334 / 10 / 0.10
met2: 0.2274 / 132 / 0.45
met1: 0.2347 / 1677 / 0.44
li1: - / 1803 / -
==> how the worst max path moves through the flow <==
stage | startpoint | to | slack (ns) | cells past startpoint
6_report | O_data[8] | O_data[8] | 0.08 | 1
5_1_grt | O_data[8] | O_data[8] | 0.02 | 1
4_1_cts | O_data[8] | O_data[8] | 0.05 | 1
==> through the flow <==
step                instances  setup WS, ns  total power, mW  setup TNS, ns    util
floorplan                 327       -0.4202            2.591         -33.12       -
global route              772       0.02358            5.346              0  0.5719
global placement          582       -0.6504            2.731         -83.67  0.4900
CTS                       772       0.05358            5.081              0  0.5719
detailed placement        582       -0.6530            2.733         -82.62  0.4900
finish                    772       0.07663            4.981              0  0.5719
Power is estimated from default activity; no workload was simulated.
