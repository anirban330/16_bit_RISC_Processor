==> /design/flow/design.v <==
`timescale 1ns/1ps
module pc_unit(
	input I_clk,
	input [1:0] I_opcode,
	input [15:0] I_pc,
	output reg [15:0] O_pc
);
	initial begin
	   O_pc<=0;
	end
	always @(negedge I_clk) begin
		case (I_opcode)
		    2'b00 : O_pc <=O_pc;
			2'b01 : O_pc <=O_pc+1;
			2'b10 : O_pc <=I_pc;
			2'b11 : O_pc <=0;
		endcase
    end 
endmodule
==> /design/flow/run.sh <==
#!/bin/bash
# OpenROAD 26Q1-2900-gdf79404cd8, Yosys 0.63+post, stock flow scripts
make -C /OpenROAD-flow-scripts/flow DESIGN_CONFIG=/design/flow/config.mk WORK_HOME=/design/flow/orfs finish
==> /design/flow/config.mk <==
export PLATFORM = sky130hd
export DESIGN_NAME = pc_unit
export DESIGN_NICKNAME = pc_unit
export VERILOG_FILES = /design/flow/design.v
export SDC_FILE = /design/flow/constraint.sdc
export NUM_CORES = 4
export LEC_CHECK = 1
export CORE_AREA = 10 10 84 84
export DIE_AREA = 0 0 94 94
==> /design/flow/constraint.sdc <==
current_design pc_unit

set clk_period 3.0
set clk_io_pct 0.2

create_clock -name clk0 -period $clk_period [get_ports {I_clk}]

set non_clock_inputs [all_inputs -no_clocks]
set_input_delay [expr $clk_period * $clk_io_pct] -clock clk0 $non_clock_inputs
set_output_delay [expr $clk_period * $clk_io_pct] -clock clk0 [all_outputs]
==> qor.log <==
[finish] final cell count without fillers 248
[logic_synthesis] synthesized instance count 100
[placement] GP Congestion 0.8240
[worst_hold_path] Hold/Removal Path Class flop to flop
[clocking] clock slew seen by the registers of the worst setup and hold paths 0.03 ns
[finish] most flop-heavy register O_pc
[worst_setup_path] critical path launch point type primary input
[flow_run] Maximum Capacitance Violations 0
[worst_setup_path] Critical Path End Type flop
[finish] number of flip-flops under the largest register name 16
[floorplan] number of top-level design ports 35
[sta] post-route worst setup slack 0.05042 ns
[power_and_ir_drop] total power after layout 0.7258 mW
[global_routing] pin count of the biggest net entering global routing 17
[finish] biggest registers after layout O_pc: 16 flops
[clocking] Clock Latency Late Sink 0.31 ns
[placement] total of buffers placed on input and output ports 34
[global_routing] via count of the first global-routing pass 982
[worst_setup_path] R2R Setup Slk 1.10 ns
[worst_setup_path] class of the most critical setup path primary input to flop
[sta] setup repair after global routing missed its margin false
[clocking] cts bufs inserted 3
[floorplan] num rows 26
[logic_synthesis] Dominant cell area share 0.4806
[floorplan] starting density of the core 0.1921
[routing] initial drt markers 43
[clocking] sink count of the clock tree 16
[global_routing] global router's overall resource usage 0.06206
[clocking] H-tree Lvls 1
[logic_synthesis] syn avg cell area 9.997 um^2
[worst_hold_path] startpoint of the lowest-slack hold path O_pc[0]
[logic_synthesis] Area contributors post-synth sky130_fd_sc_hd__edfxtp_1, sky130_fd_sc_hd__xnor2_1, sky130_fd_sc_hd__nand2_1
[sta] Slew HR 0.7917
[floorplan] die span in x 94 um
[routing] Total Routed Length 2.933 mm
[sta] setup total negative slack 0 ns
[power_and_ir_drop] Pwr per Cell Area 438.5 nW/um^2
[placement] placement-stage worst setup slack -0.3903 ns
[logic_synthesis] synthesized area 999.7 um^2
[routing] post-DR wirelength/cell 11.83 um
[power_and_ir_drop] highest ir drop seen on vdd 147.0 uV
[sta] transition at the pin with the smallest max-transition slack 0.3096 ns
[logic_synthesis] cell taking the most area after synthesis sky130_fd_sc_hd__edfxtp_1
[routing] vias per inst 3.887
[sta] setup violators final 0
[power_and_ir_drop] leakage power summed over all cells 0.7075 nW
[routing] post-route antenna net violation count 0
[placement] HPWL after DPL 2.279 mm
[placement] Inst Count DP 221
[sta] count of final hold-check violations 0
[logic_synthesis] Yosys Warn Count 1
[global_routing] number of antenna violations at the first check in global routing 0
[logic_synthesis] sequential element share of the synthesized area 0.4806
[sta] pins over their slew limit 0
[logic_synthesis] number of cells in the yosys synthesis report 100
[finish] layout cell share with drive strength beyond 1 0.3315
[run_status] status finished, final reports clean
[logic_synthesis] post-synthesis chip area from yosys 999.7 um^2
[floorplan] core area 5205 um^2
[logic_synthesis] distinct cell type count after synthesis 28
[logic_synthesis] post-synthesis sequential element count 16
[worst_setup_path] largest driver fanout on the critical path 3
[clocking] TritonCTS clock tree yes
[worst_setup_path] data arrival time of the critical path 1.51 ns
[flow_run] number of OpenROAD warnings 41
[finish] area delta synth->final 65.58%
[sta] Clock Skews 0.004885 ns
[routing] antenna diode instance count 0
[worst_setup_path] CP startpoint I_opcode[0]
[floorplan] Die Y-Extent 94 um
[routing] via count of the routed design 964
[routing] iteration count of the initial detailed-routing pass 4
[routing] DRC 0
[clocking] Clock Tree Buf Depth 2
[clocking] Clk Tree Root Cell sky130_fd_sc_hd__clkbuf_8
[worst_setup_path] Crit Reg-Reg Startpoint O_pc[1]
[worst_setup_path] critical path data required time 1.56 ns
[finish] utilization of the core after routing 0.3180
[global_routing] total congestion overflow after global routing 0
[global_routing] first-pass GRT wire length 4.422 mm
[floorplan] Die Size 8836 um^2
==> area by class of cell <==
class	instances	area (um^2)
timing repair buffer	63	476.7
multi-input combinational	74	486.7
clock inverter	16	60.06
clock buffer	3	41.29
fill	547	3550
tap	70	87.58
inverter	6	22.52
sequential	16	480.5
==> layer usage <==
layer,track usage,share of wire,up-vias
met5,0,0,-
met4,0.02658,0.012,0
met3,0.02019,0.069,2
met2,0.09044,0.44,30
met1,0.08274,0.48,417
li1,-,-,515
==> timing repair <==
action	4_1_cts	5_1_grt
cloned	0	0
pin swaps	0	0
buffers inserted	6	3
gates resized	43	8
endpoints found under the setup margin	47	8
hold buffers	0	0
==> final timing paths <==
path              cells after the start        to
hold reg to reg                       2   O_pc[0]
setup reg to reg                      7  O_pc[12]
hold / removal                        2   O_pc[0]
setup / recovery                      3  O_pc[12]
==> worst max-delay path, cell delays in order <==
cell	delay [ns]
sky130_fd_sc_hd__clkdlybuf4s50_1	0.51
sky130_fd_sc_hd__nor2b_2	0.07
sky130_fd_sc_hd__a221o_1	0.33
==> cell usage in the layout, fill, tap and decap left out, types with 2 or more instances in the layout <==
cell type / netlist / final
sky130_fd_sc_hd__nor2_1: 3 / 3
sky130_fd_sc_hd__o21ai_1: 4 / 4
sky130_fd_sc_hd__o21ai_0: 10 / 10
sky130_fd_sc_hd__nand3_1: 5 / 5
sky130_fd_sc_hd__buf_2: 0 / 9
sky130_fd_sc_hd__inv_1: 7 / 22
sky130_fd_sc_hd__clkdlybuf4s50_1: 0 / 17
sky130_fd_sc_hd__xnor2_1: 9 / 9
sky130_fd_sc_hd__nand2_1: 17 / 17
sky130_fd_sc_hd__clkbuf_2: 0 / 7
sky130_fd_sc_hd__nor4_1: 3 / 3
sky130_fd_sc_hd__clkbuf_8: 0 / 3
sky130_fd_sc_hd__nor3_1: 2 / 2
sky130_fd_sc_hd__buf_4: 0 / 29
sky130_fd_sc_hd__nor3_2: 2 / 2
sky130_fd_sc_hd__edfxtp_1: 16 / 16
sky130_fd_sc_hd__xor2_1: 2 / 2
sky130_fd_sc_hd__nor4_2: 2 / 2
==> through the flow <==
step / cell area [um^2] / hold slack (ns)
finish: 1655 / 0.7089
global placement: 1567 / 0.7168
detailed placement: 1567 / 0.7250
CTS: 1665 / 0.7259
global route: 1655 / 0.7550
floorplan: 999.7 / 0.6037
==> synth_stat cells (all sizes together) <==
cell type,number
nor2b,2
mux2i,1
ha,1
xor2,2
nor3,4
or2,1
xnor2,9
clkbuf,3
o31a,1
nand4,2
a221o,1
nor3b,1
nand2,18
inv,7
o21ai,15
and4,1
edfxtp,16
nand3,6
nor4,5
nor2,3
a31oi,1
==> cells by family after synthesis <==
family | after synthesis | share of synthesized area
adder cells (fa/ha/maj) | 1 | 0.01251
multiplexers | 1 | 0.01001
AND/OR/NAND/NOR | 43 | 0.2591
AND-OR/OR-AND | 18 | 0.1039
flip-flops | 16 | 0.4806
buffers and inverters | 10 | 0.03755
XOR/XNOR | 11 | 0.09638
==> report_power, final <==
group          switching (mW)  leakage, nW  internal [mW]  total [mW]
clock                   0.119        0.107          0.117       0.236
sequential             0.0129        0.171          0.281       0.294
combinational          0.0812        0.430          0.114       0.196
Power and IR drop assume default switching activity.
